==> ./design.v <==
`timescale 1ns / 1ps
module counter(
    input clk, reset,
    input enter, exit,
    output reg [3:0] total
    );
    always@(posedge clk) begin
        if (reset)  
            total <= 0;
        if(enter)  
              total <= total + 1;  
         if (exit)  
              total <= total - 1;  
    end
endmodule
`timescale 1ns / 1ps
module fsm(
    input clk,
    input reset,
    input a,b,
    output reg enter,
    output reg exit
    );
    parameter A = 2'b00, B = 2'b10, C = 2'b11, D =2'b01;  
    reg [1:0] next;  
    always @(posedge clk or posedge reset) begin
    if(reset)begin  
        next <= 2'b00;
        enter <= 0;
        exit <= 0;
    end
    else begin
        case(next)
            A: begin
               enter <= 0;  
               exit <= 0;
               if(a == 1 && b == 0)  
                next = B;
               if(a == 0 && b == 1)  
                next = D;
               end
            B: begin
               if(a == 1 && b == 1)  
                next = C;
               if (a == 0 && b ==0) begin  
                next = A;
                exit <= 1;  
               end 
               end
            C: begin
               if (a == 0 && b == 1)  
               next = D;
               if (a ==1 && b == 0)  
                next = B;
               end
            D: begin
               if(a == 0 && b == 0)begin  
                next = A;
                enter <= 1;  
               end
               if (a == 1 && b ==1)  
                next = C;
               end
         default: begin
            next = A;
            enter <= 0;
            exit <= 0;
         end
        endcase
     end
    end
endmodule
`timescale 1ns / 1ps
module top(
    input clk, reset, a, b,
    output [3:0] total 
    );
    wire enter, exit;
    fsm m3(clk, reset, a,b, enter, exit);
    counter m4(clk, reset, enter, exit, total);
endmodule
==> ./run.sh <==
#!/bin/bash
# OpenROAD 26Q1-2900-gdf79404cd8, Yosys 0.63+post, stock flow scripts
make -C /OpenROAD-flow-scripts/flow DESIGN_CONFIG=/design/flow/config.mk WORK_HOME=/design/flow/orfs finish
==> ./config.mk <==
export PLATFORM = sky130hd
export DESIGN_NAME = top
export DESIGN_NICKNAME = top
export VERILOG_FILES = /design/flow/design.v
export SDC_FILE = /design/flow/constraint.sdc
export NUM_CORES = 4
export LEC_CHECK = 1
export CORE_AREA = 10 10 70 70
export DIE_AREA = 0 0 80 80
==> ./constraint.sdc <==
current_design top

set clk_period 2.7
set clk_io_pct 0.2

create_clock -name clk0 -period $clk_period [get_ports {clk}]

set non_clock_inputs [all_inputs -no_clocks]
set_input_delay [expr $clk_period * $clk_io_pct] -clock clk0 $non_clock_inputs
set_output_delay [expr $clk_period * $clk_io_pct] -clock clk0 [all_outputs]
==> impl_metrics.py <==
# Metrics from the implementation run
metrics = {
    "status": {
        "outcome": "completed",
    },
    "final_layout": {
        "logic_area_sq_um": 282,
        "lay_top_count": "nand2_1",
        "synthToLayoutAreaGrowth_pct": 26.6,
        "fillers": 373,
        "seq_area_sq_um": 272,
        "lay_top_cells": "nand2_1, inv_1, ha_1, clkdlybuf4s50_1, o21ai_0",
        "stdcell_area_sq_um": 733,
        "drive_above_1_share": 0.106,
        "fin_util": 0.215,
    },
    "critical_path": {
        "r2r_start": "m4.total[0]",
        "cp_max_fo": 8,
        "rr_worst_depth": 3,
        "rrSetupSlack_ns": 1.18,
        "r2r-end": "m4.total[3]",
        "path_cells": "clkdlybuf4s50_1",
        "start_kind": "register",
        "critPathKind": "register to output port",
        "critPathTopFamily": "buffers and inverters",
        "cp.required_ns": 2.16,
        "slowest_stage": "clkdlybuf4s50_1",
        "critical_path_buf_inv_count": 1,
        "end_kind": "output port",
        "cpPeakStageDelay_ns": 0.52,
        "arrival_ns": 1.26,
    },
    "detailed_routing": {
        "drc": 0,
        "viasPerCell": 3.71,
        "drtPass1Iterations": 4,
        "ant_nets": 0,
        "vias": 416,
        "routedWlPerCell_microns": 8.97,
        "n_antenna_cell": 0,
        "wirelength_mm": 1.01,
        "drt_iter0_drc": 5,
    },
    "pwr": {
        "irDropWorstVdd_v": 0.000279,
        "p_leak_nw": 0.325,
        "p_per_area_mw_per_mm2": 890,
    },
    "global_route": {
        "grt_start_max_net_pins": 10,
        "grt_pass1_wl_mm": 1.95,
        "antenna_found_initial": 0,
        "grt_pass1_vias": 482,
        "grt.overflow.total": 0,
        "grt.total_usage": 0.0361,
    },
    "logic_synthesis": {
        "ys_area_sq_um": 579,
        "synthDistinctLibCells": 20,
        "syn_avg_cell_area_sq_um": 10.5,
        "ys_seq_frac": 0.469,
        "yosys.area.top_type": "dfrtp_1",
        "syn_inst": 55,
        "top_area_frac": 0.216,
        "synth_flops": 10,
        "ys_cells": 55,
        "syn-cell-area_sq_um": 579,
        "area_leaders": "dfrtp_1, edfxtp_1, ha_1",
        "yosysWarnings": 2,
    },
    "cts": {
        "cts_buffer_depth": 2,
        "post-cts-setup-buffers": 0,
        "cts_sinks": 10,
        "cts_hold_buf": 0,
        "cts-root-buf": "clkbuf_4",
        "tritoncts": "built",
        "clkLatencyLatePin_ns": 0.25,
        "cts-htree-levels": 1,
        "cts_resized": 0,
        "clkTransAtPathRegs_ns": 0.06,
        "cts_buffers": 3,
    },
    "final_timing": {
        "finalSetupViolations": 0,
        "max_freq_mhz": 554,
        "holdWs_ns": 0.506,
        "skew_ns": 0.00147,
        "tns_ns": 0,
        "rsz0062_at_grt": "false",
        "worst_pin_slew_ns": 0.256,
        "worst_slack_ns": 0.895,
        "finalClockPeriodUsage": 0.668,
        "drv_slew": 0,
        "fin_crit_ns": 1.80,
        "final_hold_viol_count": 0,
        "slew_headroom": 0.829,
    },
    "die": {
        "die_w_microns": 80,
        "ios": 8,
        "chip_area_sq_mm": 0.00640,
        "die_h_microns": 80,
        "core-area_sq_mm": 0.00342,
        "rows": 21,
        "fp_util": 0.170,
    },
    "hold_path": {
        "hp-class": "primary input to async pin",
    },
    "flow_run": {
        "warnings": 30,
        "maxCapViolations": 0,
    },
    "placement": {
        "place_area_sq_um": 707,
        "place_congestion": 0.819,
        "pre_cts_ws_ns": 0.882,
        "hpwl_microns": 802,
        "port_buffers": 7,
    },
}
-- report_power, final --
part | internal, mW | leakage, nW | switching [mW]
sequential | 0.235 | 0.120 | 0.0776
clock | 0.0568 | 0.0150 | 0.0451
combinational | 0.145 | 0.189 | 0.0934
-- per-layer routing --
layer / part of all wire / vias to the layer above / global-route usage
li1: - / 214 / -
met1: 0.53 / 193 / 0.0461
met2: 0.40 / 7 / 0.0562
met3: 0.054 / 2 / 0.0148
met4: 0.012 / 0 / 0.00704
met5: 0 / - / 0
-- per-stage QoR --
step / std cells / power, mW
after detailed placement: 108 / 0.558
after floorplan: 55 / 0.448
after CTS: 112 / 0.663
final: 112 / 0.652
after global routing: 112 / 0.723
after global placement: 108 / 0.545
-- worst reg2reg max path, delay by kind of cell (launching register included) --
family,cells,cell delay [ns]
AND-OR/OR-AND,2,0.58
flip-flops,1,0.50
AND/OR/NAND/NOR,1,0.18
-- flip-flops by register name (all words and copies together), names as in the netlist --
| signal | count |
|---|---|
| m3.next | 4 |
| m4.total | 4 |
| m3.enter | 1 |
| m3.exit | 1 |
-- layout make-up --
cell class	instances	share of cell area
timing repair buffer	7	0.0956
clock buffer	4	0.0358
inverter	7	0.0358
tap	46	0.0785
multi-input combinational	38	0.384
sequential	10	0.370
-- how the worst max path moves through the flow --
stage | startpoint | endpoint | slack (ns) | cells past startpoint
after CTS | m4.total[0] | total[0] | 0.86 | 1
final | m4.total[0] | total[0] | 0.90 | 1
after global routing | m4.total[0] | total[0] | 0.79 | 1
-- cells by family after synthesis --
group / after synthesis / synth area share
buffers and inverters: 7 / 0.0454
flip-flops: 10 / 0.469
AND/OR/NAND/NOR: 15 / 0.127
multiplexers: 1 / 0.0194
adder cells (fa/ha/maj): 7 / 0.151
XOR/XNOR: 2 / 0.0302
AND-OR/OR-AND: 13 / 0.158
-- cells in the mapped netlist, drive strengths merged --
master and count:
inv 7, mux2 1, edfxtp 4, a32o 1, nand2 8, xor2 2, dfstp 1, a221o 1
or4b 1, a21oi 1, nand3b 1, ha 7, nor2b 2, and2 1, a22o 3, o21ai 6
dfrtp 5, nor2 2, o211ai 1
Power is estimated from default activity; no workload was simulated.
